`/design/flow/constraint.sdc`:
```
current_design multiplier

set clk_period 5.9
set clk_io_pct 0.2

create_clock -name clk0 -period $clk_period [get_ports {clk}]

set non_clock_inputs [all_inputs -no_clocks]
set_input_delay [expr $clk_period * $clk_io_pct] -clock clk0 $non_clock_inputs
set_output_delay [expr $clk_period * $clk_io_pct] -clock clk0 [all_outputs]
```
`/design/flow/run.sh`:
```
#!/bin/bash
# OpenROAD 26Q1-2900-gdf79404cd8, Yosys 0.63+post, stock flow scripts
make -C /OpenROAD-flow-scripts/flow DESIGN_CONFIG=/design/flow/config.mk WORK_HOME=/design/flow/orfs finish
```
`/design/flow/design.v`:
```
module multiplier (
clk,  
reset,  
x,  
y,  
prod,  
ready  
);
parameter bits = 8;
input clk;
input reset;
input [bits - 1:0] x;
input [bits - 1:0] y;
output reg [(bits * 2) - 1:0] prod;
output reg ready;
reg [7:0] rx;
reg [15:0] ry;
always @(posedge clk) begin
    if (reset) begin
        rx <= x;
        ry <= 16'b0 + y;
        prod <= 16'b0;
    end else begin
        rx <= rx >> 1;
        ry <= ry << 1;
        if (rx & 8'b1) begin
            prod <= prod + ry;
        end else begin 
            prod <= prod;
        end
    end
    ready <= !rx || !ry;
end
endmodule
```
`/design/flow/config.mk`:
```
export PLATFORM = sky130hd
export DESIGN_NAME = multiplier
export DESIGN_NICKNAME = multiplier
export VERILOG_FILES = /design/flow/design.v
export SDC_FILE = /design/flow/constraint.sdc
export NUM_CORES = 4
export LEC_CHECK = 1
export CORE_UTILIZATION = 40
export SYNTH_HDL_FRONTEND = slang
```
==> GITHUB_STEP_SUMMARY <==
### Yosys + OpenROAD results

| Metric | Value |
|---|---|
| Result of the run | finished, final reports clean |
| Worst-Skew Late Latency | 0.30 ns |
| Post-cts hold buffer count | 0 |
| Number of nets with antenna violations after detailed routing | 0 |
| Number of cell instances after yosys synthesis | 220 |
| First-pass GRT wire length | 7155 microns |
| Top logic cells by instance count in the layout | sky130_fd_sc_hd__dfxtp_1, sky130_fd_sc_hd__clkdlybuf4s50_1, sky130_fd_sc_hd__nor2_1 |
| Power consumption | 0.6846 mW |
| Number of antenna repair diodes | 0 |
| Deepest clock path buffer count | 2 |
| CTS buffer count | 5 |
| FF+latch count, synth | 41 |
| Transition time at the pin with the least slew margin | 0.4823 ns |
| Total non-filler cell area in the finished layout | 0.002565 sq mm |
| CTS tree | yes |
| Max stage delay cell, worst path | sky130_fd_sc_hd__fa_1 |
| Power per standard cell area | 266.9 mW/mm^2 |
| Worst Path Max Fanout | 3 |
| Max Clock Freq | 398.2 MHz |
| Final setup viols | 0 |
| Count of port buffers added during placement | 34 |
| Total congestion overflow | 0 |
| Post-layout minimum cycle time | 2.511 ns |
| Post-CTS setup-driven buffer insertion count | 0 |
| Peak ir drop on the vdd network | 181.8 uV |
| Mapped Avg Cell Area | 9.412 sq um |
| Tally of OpenROAD warnings | 25 |
| H-Tree Depth | 2 |
| Area reported by Yosys stat | 0.002071 sq mm |
| Portion of the clock cycle consumed by the worst path in the final layout | 0.4256 |
| Area of the mapped netlist | between 0.002 and 0.0025 sq mm |
| Relative area change from synthesis to final layout | 23.87% |
| Tightest slew margin relative to the limit | 0.6784 |
| Clock transition at the registers of the reported paths | 0.09 ns |
| Setup repair after global routing missed its margin | no |
| Global-route usage over all layers | 0.1751 |
| Largest net degree at the start of global routing | 46 |
| Max cap viols | 0 |
| Final standard cell utilization of the core | 0.5290 |
| Critical Path, Cell by Cell | ha_1, fa_1, a211oi_1, nor2_1, o211ai_1, a211oi_1, o211a_1, nor4_1 |
| Clock sink count | around 40 |
| Data required, critical path | 6.12 ns |
| Most used flip-flop cell after synthesis | sky130_fd_sc_hd__dfxtp_1 |
| I/O pin count | 35 |
| Total Wirelength | between 4000 and 5000 microns |
| Fraction of final layout cells sized beyond drive strength 1 | 0.1020 |
| Vias/cell | 5.233 |
| Placer's final routability congestion estimate | a little under 0.9 |
| Initial antenna violation count | 0 |
| Syn Inst Count | approximately 220 |
| Proportion of synthesized flip-flops having asynchronous set or reset | 0 |
| Die boundary height | around 74 microns |
| Via count of the first global-routing pass | 1,455 |
| Critical path endpoint category | register |
| Yosys Warn Count | 0 |
| Worst setup SP type | register |
| Rows | 25 |
| Buffer type at the clock tree root | sky130_fd_sc_hd__clkbuf_8 |
| TritonRoute pass-1 iters | 4 |
| DRC Markers | 0 |
| Path type of the worst setup path | reg2reg |
| Pleak | 1.050 nW |
| Number of gates given a new drive strength after cts | 0 |
| HP Class | reg2reg |
| Critical Path AT | 2.73 ns |
| Initial core utilization | 0.4271 |
| Leading cell type in the layout, fill and taps excluded | sky130_fd_sc_hd__dfxtp_1 |
| Dominant cell type by count on the critical path | sky130_fd_sc_hd__a211oi_1 |
| Number of vias after detailed routing | 1,685 |
| Sequential area share after synthesis | 0.3964 |
| Cell area after placement | 0.002475 sq mm |
| Number of synthesized flops with an enable pin | 0 |
| Slowest stage delay, CP | 0.43 ns |
| Max-slew violation count | 0 |
| Placed wire-length estimate | 3147 microns |
| Area inside the core boundary | around 0.0048 sq mm |
| Clk_skew | 0.01009 ns |
| Count of final hold-check violations | 0 |
| Die x size | 73.95 microns |
| Synth unique cells | 41 |
| Die outline area | 0.005469 sq mm |
| Routed wirelength normalized by instance count | around 14 microns |
| Post-route setup TNS | 0 ns |
| Initial detailed-routing violation count | 55 |
## through the flow
step                instances  setup WS [ns]  hold slack [ns]
detailed placement        314          3.063           0.4746
finish                    322          3.389           0.4891
CTS                       322          3.373           0.4906
floorplan                 220          3.652           0.4453
global placement          314          3.100           0.4725
global route              322          3.141           0.5091
## flip-flops by register name, indices dropped and copies added (netlist names)
register and count:
prod 16, rx 8, ready 1, ry 16
## critical path: cells and delay by family, from the launching register on
family / cells / cell delay [ns]
compound gates: 4 / 1.10
fa+ha+maj: 2 / 0.65
flops: 1 / 0.35
simple gates: 2 / 0.34
## power by group
group	leakage, nW	total (mW)	switching, mW	internal [mW]
combinational	0.667	0.175	0.0828	0.0919
sequential	0.339	0.320	0.0193	0.301
clock	0.0445	0.189	0.105	0.0840
## per-layer routing
metal / wire [microns] / GRT usage
met4: 38 / 0.01923
met5: 0 / 0
met3: 180 / 0.03297
met1: 2215 / 0.2801
met2: 1937 / 0.2616
## logic make-up (layout without fill, tap and decap cells)
logic type,Yosys count,after routing,synth area share
AND-OR/OR-AND,51,51,0.1704
AND/OR/NAND/NOR,75,75,0.1861
flip-flops,41,41,0.3964
multiplexers,20,20,0.1057
buffers and inverters,13,48,0.02417
adder cells (fa/ha/maj),16,16,0.1003
XOR/XNOR,4,4,0.01692
## layout make-up
class	instances	area, sq um
fillers	474	2283
repair buffers	36	355.3
clock buffers	5	68.82
clock inverters	3	21.27
flip-flops and latches	41	820.8
inverters	4	15.01
multi-input cells	166	1200
well taps	67	83.83
## cell usage after synthesis (2+ instances only)
| cell | number | area share |
|---|---|---|
| sky130_fd_sc_hd__nor4_1 | 9 | 0.027 |
| sky130_fd_sc_hd__xnor2_1 | 3 | 0.013 |
| sky130_fd_sc_hd__nor2b_1 | 10 | 0.030 |
| sky130_fd_sc_hd__o21a_1 | 4 | 0.015 |
| sky130_fd_sc_hd__o2111a_1 | 2 | 0.011 |
| sky130_fd_sc_hd__a21oi_1 | 13 | 0.031 |
| sky130_fd_sc_hd__mux2_2 | 14 | 0.076 |
| sky130_fd_sc_hd__inv_1 | 4 | 0.0072 |
| sky130_fd_sc_hd__a31oi_1 | 2 | 0.0060 |
| sky130_fd_sc_hd__a21o_1 | 2 | 0.0072 |
| sky130_fd_sc_hd__a311o_1 | 2 | 0.0097 |
| sky130_fd_sc_hd__mux2i_1 | 5 | 0.024 |
| sky130_fd_sc_hd__clkbuf_1 | 6 | 0.011 |
| sky130_fd_sc_hd__buf_1 | 2 | 0.0036 |
| sky130_fd_sc_hd__dfxtp_1 | 41 | 0.40 |
| sky130_fd_sc_hd__and3_1 | 2 | 0.0060 |
| sky130_fd_sc_hd__nor3_1 | 5 | 0.012 |
| sky130_fd_sc_hd__o21bai_1 | 2 | 0.0072 |
| sky130_fd_sc_hd__nand2_1 | 15 | 0.027 |
| sky130_fd_sc_hd__nand3_1 | 6 | 0.015 |
| sky130_fd_sc_hd__ha_1 | 15 | 0.091 |
| sky130_fd_sc_hd__o21ai_0 | 7 | 0.017 |
| sky130_fd_sc_hd__a211oi_1 | 8 | 0.029 |
| sky130_fd_sc_hd__and2_1 | 3 | 0.0091 |
| sky130_fd_sc_hd__nand3b_1 | 2 | 0.0072 |
| sky130_fd_sc_hd__or3_1 | 2 | 0.0060 |
| sky130_fd_sc_hd__o211ai_1 | 4 | 0.015 |
| sky130_fd_sc_hd__nor2_1 | 16 | 0.029 |
| sky130_fd_sc_hd__and4_1 | 2 | 0.0085 |
## path summary, 6_finish.rpt
kind,slack [ns],from,endpoint,depth (start not counted)
max,3.39,ry[0],prod[12],8
min,0.49,prod[13],prod[13],2
min reg2reg,0.49,prod[13],prod[13],2
max reg2reg,3.39,ry[0],prod[12],8
No activity file was given, so power comes from the tool's default toggle rates.
